==> design.v <==
module seg7x16(
	input clk,
	input reset,
	input [31:0] i_data,
	output  [7:0] o_seg,
	output  [7:0] o_sel
  );
  reg [14:0] cnt;
	always @ (posedge clk, posedge reset)
    if (reset)
      cnt <= 0;
    else
      cnt <= cnt + 1'b1;
  wire seg7_clk = cnt[14]; 
	reg [2:0] seg7_addr;
	always @ (posedge seg7_clk, posedge reset)
	  if(reset)
		  seg7_addr <= 0;
		else
		  seg7_addr <= seg7_addr + 1'b1;
	reg [7:0] o_sel_r;
	always @ (*)
	  case(seg7_addr)
			7 : o_sel_r = 8'b01111111;
		  6 : o_sel_r = 8'b10111111;
		  5 : o_sel_r = 8'b11011111;
		  4 : o_sel_r = 8'b11101111;
		  3 : o_sel_r = 8'b11110111;
		  2 : o_sel_r = 8'b11111011;
		  1 : o_sel_r = 8'b11111101;
		  0 : o_sel_r = 8'b11111110;
		endcase
	reg [31:0] i_data_store;
	always @ (posedge clk, posedge reset)
	  if(reset)
		  i_data_store <= 0;
		else  
		  i_data_store <= i_data;
	reg [7:0] seg_data_r;
	always @ (*)
	  case(seg7_addr)
		  0 : seg_data_r = i_data_store[3:0];
		  1 : seg_data_r = i_data_store[7:4];
		  2 : seg_data_r = i_data_store[11:8];
		  3 : seg_data_r = i_data_store[15:12];
		  4 : seg_data_r = i_data_store[19:16];
		  5 : seg_data_r = i_data_store[23:20];
		  6 : seg_data_r = i_data_store[27:24];
		  7 : seg_data_r = i_data_store[31:28];
		endcase
	reg [7:0] o_seg_r;
	always @ (posedge clk, posedge reset)
	  if(reset)
		  o_seg_r <= 8'hff;
		else
		  case(seg_data_r)
		    	4'h0 : o_seg_r <= 8'hC0;
          4'h1 : o_seg_r <= 8'hF9;
          4'h2 : o_seg_r <= 8'hA4;
          4'h3 : o_seg_r <= 8'hB0;
          4'h4 : o_seg_r <= 8'h99;
          4'h5 : o_seg_r <= 8'h92;
          4'h6 : o_seg_r <= 8'h82;
          4'h7 : o_seg_r <= 8'hF8;
          4'h8 : o_seg_r <= 8'h80;
          4'h9 : o_seg_r <= 8'h90;
          4'hA : o_seg_r <= 8'h88;
          4'hB : o_seg_r <= 8'h83;
          4'hC : o_seg_r <= 8'hC6;
          4'hD : o_seg_r <= 8'hA1;
          4'hE : o_seg_r <= 8'h86;
          4'hF : o_seg_r <= 8'h8E;
		  endcase
	assign o_sel = o_sel_r;
	assign o_seg = o_seg_r;
endmodule
==> run.sh <==
#!/bin/bash
# OpenROAD 26Q1-2900-gdf79404cd8, Yosys 0.63+post, stock flow scripts
make -C /OpenROAD-flow-scripts/flow DESIGN_CONFIG=/design/flow/config.mk WORK_HOME=/design/flow/orfs finish
==> config.mk <==
export PLATFORM = sky130hd
export DESIGN_NAME = seg7x16
export DESIGN_NICKNAME = seg7x16
export VERILOG_FILES = /design/flow/design.v
export SDC_FILE = /design/flow/constraint.sdc
export NUM_CORES = 4
export LEC_CHECK = 1
export CORE_UTILIZATION = 30
==> constraint.sdc <==
current_design seg7x16

set clk_period 2.4
set clk_io_pct 0.2

create_clock -name clk0 -period $clk_period [get_ports {clk}]

set non_clock_inputs [all_inputs -no_clocks]
set_input_delay [expr $clk_period * $clk_io_pct] -clock clk0 $non_clock_inputs
set_output_delay [expr $clk_period * $clk_io_pct] -clock clk0 [all_outputs]
==> flow_results.org <==
#+TITLE: Synthesis and PnR summary

** Placed design
- Logged for this run, the post-placement worst setup slack is 0.752 ns.
- In this run the tool buffered the top-level ports with 48 buffer cells.
- Half-perimeter wire length after placement :: 3.04 mm
- Number of placed instances, taps included :: 322
- Final weighted congestion in routability-driven placement :: 0.855
- Placement Cell Area :: 2880 µm²

** Logic synthesis
- Per the synth log, the flip-flop and latch total comes to 57.
- Yosys stat cell total :: 180
- The synthesized instance count is 180.
- Area leader, netlist :: sky130_fd_sc_hd__dfrtp_1
- Area of the synthesized netlist per yosys stat :: 2290 µm²
- Biggest area contributors in the synthesized netlist :: sky130_fd_sc_hd__dfrtp_1 (55%), sky130_fd_sc_hd__dfstp_2 (8.0%), sky130_fd_sc_hd__xnor2_1 (4.2%)
- Post-synth the commonest register cell is sky130_fd_sc_hd__dfrtp_1.
- Counting the warning lines in the Yosys log gives 1.
- For this run, the register share of the synthesized area comes to 0.628.
- Of all flip-flops after synthesis, the portion carrying an async set or reset was 1.00.
- Each instance of the synthesized netlist takes up on average 12.7 µm².
- Top cell area share :: 0.547
- Netlist area before placement :: 2290 µm²
- Count of flip-flops with a built-in enable after synthesis :: 0
- Count of different cell masters after synthesis :: 39

** STA
- Final period demand of the worst path :: 1.76 ns
- Number of setup violations in the final report :: 0
- Final-layout setup total negative slack :: 0 ns
- Once routing completed, OpenROAD measured the worst setup slack at 0.640 ns.
- 11 endpoints have no timing constraint.
- Max-slew check failures listed in the final report amount to 0.
- The final timing report lists clock skew as 0.0150 ns.
- Final-report hold violation count :: 0
- Normalized max-slew margin :: 0.627
- The final timing summary puts the cycle share of the worst path at 0.733.
- Unrepaired setup endpoints after global routing :: no
- Slew of the pin with the lowest slew margin :: 0.560 ns
- Max frequency :: 0.568 GHz
- The timer found 3 register pins that no clock reaches; their paths are not timed.

** Route
- The routed layout has 1451 vias.
- Per the detail_route report, vias per standard cell equal 4.40.
- The routed design ends up with an antenna cell count of 0.
- Number of design-rule violations left by the first detailed-router iteration :: 46
- Total DRC errors in the routed layout :: 0
- Average wire per cell in the routed design :: 12.7 µm
- The final layout contains routed wiring with a total length of 4.18 mm.
- The iteration count recorded for the first detailed-route pass is 4.
- Remaining number of nets flagged by the antenna check after routing :: 0

** Global routing
- Largest net degree at the start of global routing :: 58
- The global route stage reports its total congestion overflow as 0.
- The first global-routing pass estimated 7.11 mm of wire.
- GRT busiest layer :: met2
- In the global route stage, overall resource usage came out at 0.120.
- The number of global-route vias before repair was 1504.
- Initial antenna violation count :: 0
- On met1, the global router reports a usage of 0.174.
- Met2 global-route usage :: 0.201
- The global routing report lists met3 layer usage as 0.0234.

** Setup path
- The worst setup path is of the flop to output pin kind.
- The worst setup path is captured at an output pin.
- The worst setup path is launched from a flop.
- The capture point of the worst register-to-register path is recorded as o_seg_r[1].
- Per the timing report, the most critical flop-to-flop path originates at i_data_store[10].
- The OpenROAD report gives the critical path a required time of 1.92 ns.
- Per STA, the worst path accumulates the most delay in the family flip-flops.
- Crit path buffers/inverters :: 1
- The longest incremental delay of any stage on the critical path is reported as 0.53 ns.
- Data on the critical path arrives at its endpoint at 1.28 ns.
- The critical path maximum fanout is 1.
- Critical path, cell by cell :: clkdlybuf4s50_1
- Slack of the worst reg-to-reg path :: 0.75 ns
- Register-to-Register Path Depth :: 6
- The timing report shows that the slowest cell on the worst path is sky130_fd_sc_hd__dfstp_2.

** Hold path
- Class of the worst hold path :: flop to flop
- Startpoint of the worst hold path :: cnt[11]
- The path with the worst hold slack has its endpoint at cnt[11].
- In the hold timing report, the worst path depth is 1.

** Clock tree
- Buffers from clock root to sink, at most :: 2
- Clock Tree Root :: sky130_fd_sc_hd__clkbuf_8
- TritonCTS built the clock tree.
- The CTS report gives the tree buffer count as 5.
- Clock latency on the worst-skew pair, taken at its later pin, is 0.31 ns.
- In this run the post-CTS setup repair buffer count came out at 0.
- The report lists the number of cells resized after CTS as 0.
- After clock tree synthesis, the clock-pin slew on the worst setup and hold paths is 0.10 ns.
- Hold_buf cts :: 0
- The H-tree generated during clock tree synthesis spans 2 levels.

** Finish
- Number of cells in the finished layout apart from fillers :: 330
- Final non-filler cell area :: 2970 µm²
- Area delta synth->final :: 29.7%
- Of the cells placed in the final design, the portion with a size suffix greater than 1 is 0.117.
- Most used logic cell in the final layout :: sky130_fd_sc_hd__dfrtp_1
- End-of-flow core utilization :: 0.407
- Most frequently placed logic cells in the final layout :: sky130_fd_sc_hd__dfrtp_1 (50), sky130_fd_sc_hd__clkdlybuf4s50_1 (48), sky130_fd_sc_hd__nand2_1 (17), sky130_fd_sc_hd__nand3_1 (13), sky130_fd_sc_hd__xnor2_1 (11)

** Pwr
- The power report attributes to the sequential group a share of 0.606.
- Switching share of power :: 0.218
- Of the total power, the clock network draws 0.310.
- Leakage power summed over all cells :: 1.24 nW
- Internal power :: 0.00124 W
- Per the power-grid run, VDD falls by no more than 257 µV.
- Total power normalized to cell area comes to 536 nW/µm².
- Switch Pwr :: 0.000347 W
- Of the total power, combinational logic draws 0.084.

** Die
- For reference, the placement row count at floorplan is 31.
- Die H :: 89.3 µm
- Core Util at FP :: 0.313
- Core Area :: 7290 µm²
- Die width :: 89.3 µm
- Chip Area :: 7970 µm²
- IO Count :: 50

** Outcome
- The run finished with clean final reports.

** Flow run
- The tool warning count for the run is 29.
- The report counts max-capacitance violations totalling 0.
[through the flow]
stage                     hold slack (ns)  power (W)
final                               0.472    0.00159
after global routing                0.485    0.00167
after CTS                           0.475    0.00162
after detailed placement            0.457    0.00112
after global placement              0.453    0.00112
after floorplan                     0.434    0.00103
[cell families after synthesis]
kind of cell               after synthesis  share of synthesized area
DFF                                     57                      0.628
and+or+nand+nor                         50                      0.108
AOI/OAI and AO/OA                       34                      0.131
buffers and inverters                   15                     0.0285
xor gates and xnor gates                14                     0.0536
adders and majority gates                7                     0.0383
muxes                                    2                     0.0115
other                                    1                    0.00164
[power by group through the flow]
stage	clock network, W	registers (W)	logic (W)
4_1_cts	0.000517	0.000964	0.000137
5_1_grt	0.000551	0.000968	0.000149
6_report	0.000493	0.000963	0.000134
[cell usage after synthesis (all sizes together) (2+ instances only)]
cell / number
inv: 9
a31oi: 2
a22o: 2
o211ai: 3
and3: 3
xor2: 3
mux2: 2
o22a: 3
nand2: 17
buf: 5
nand3: 13
a21oi: 4
a22oi: 8
nand4: 7
dfrtp: 50
o21ai: 2
o22ai: 5
xnor2: 11
nor2: 7
dfstp: 7
ha: 7
[sequential cells by signal, indices dropped and copies added (netlist names)]
register,cells
i_data_store,32
seg7_addr,3
o_seg_r,7
cnt,15
[how the worst max path moves through the flow]
stage / slack, ns / to / startpoint / cells past startpoint
global route: 0.58 / o_seg[2] / o_seg_r[2] / 1
CTS: 0.62 / o_seg[0] / o_seg_r[0] / 1
finish: 0.64 / o_seg[0] / o_seg_r[0] / 1
[area by class of cell]
| type | instances | area, µm² |
|---|---|---|
| inverters | 9 | 33.8 |
| flip-flops and latches | 57 | 1440 |
| fillers | 721 | 4330 |
| clock inverters | 2 | 13.8 |
| repair buffers | 49 | 500 |
| clock buffers | 6 | 72.6 |
| well taps | 99 | 124 |
| multi-input cells | 108 | 786 |
[per-layer routing]
metal / vias to the layer above / share of wire
li1: 718 / -
met1: 695 / 0.46
met2: 32 / 0.49
met3: 6 / 0.041
met4: 0 / 0.013
met5: - / 0
No activity file was given, so power comes from the tool's default toggle rates.
