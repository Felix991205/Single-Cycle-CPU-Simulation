File: design.v
module Alu(AluResult,Zero,DataIn1,DataIn2,AluCtrl,shamt);	
	input  [31:0] 	DataIn1;		 
	input  [31:0]		DataIn2;		 
	input  [4:0]		AluCtrl;		 
	input  [4:0]		shamt;
	output reg[31:0]		AluResult;		 
	output reg					Zero;			 
	initial								 
	begin
		Zero = 0;
		AluResult = 0;
	end	
	always@(DataIn1 or DataIn2 or AluCtrl or shamt)
	begin
		case ( AluCtrl )
         5'b00001: AluResult = DataIn1 + DataIn2;
         5'b00011: AluResult = DataIn1 - DataIn2;
         5'b00010: AluResult = DataIn1 + DataIn2;
         5'b00100: AluResult = DataIn1 - DataIn2;
         5'b00101:  AluResult = DataIn1 & DataIn2;
				 5'b00110:   AluResult = DataIn1 | DataIn2;
		     5'b00111:  AluResult = ~ ( DataIn1 | DataIn2 );
		     5'b10001:  AluResult = DataIn2 << shamt;
		     5'b10010:  AluResult = DataIn2 >> shamt;
		 5'b01001:  
		 begin
		 if(DataIn1[31]==1&&DataIn2[31]==1)
			AluResult=DataIn1<DataIn2?1:0;
		 if(DataIn1[31]==0&&DataIn2[31]==0)
			AluResult = DataIn1 < DataIn2? 1 : 0;
		 if(DataIn1[31]==1&&DataIn2[31]==0)
			AluResult=1;
		 if(DataIn1[31]==0&&DataIn2[31]==1)
			AluResult=0;
		 end
		 5'b01100:
			begin
				if(DataIn1-DataIn2==0)
					AluResult=1;
			    if(DataIn1-DataIn2!=0)
					AluResult=0;
			end
         default: ;
        endcase
        if(AluResult==0)
            Zero=1;
        else
            Zero=0;
	end
endmodule
File: run.sh
#!/bin/bash
# OpenROAD 26Q1-2900-gdf79404cd8, Yosys 0.63+post, stock flow scripts
make -C /OpenROAD-flow-scripts/flow DESIGN_CONFIG=/design/flow/config.mk WORK_HOME=/design/flow/orfs finish
File: config.mk
export PLATFORM = sky130hd
export DESIGN_NAME = Alu
export DESIGN_NICKNAME = Alu
export VERILOG_FILES = /design/flow/design.v
export SDC_FILE = /design/flow/constraint.sdc
export NUM_CORES = 4
export LEC_CHECK = 1
export CORE_UTILIZATION = 40
File: constraint.sdc
current_design Alu

set clk_period 23.4
set clk_io_pct 0.2

create_clock -name clk0 -period $clk_period

set non_clock_inputs [all_inputs -no_clocks]
set_input_delay [expr $clk_period * $clk_io_pct] -clock clk0 $non_clock_inputs
set_output_delay [expr $clk_period * $clk_io_pct] -clock clk0 [all_outputs]
==> impl_metrics.ini <==
; physical design summary
[power]
ir_worst_vdd_uv = 16.98
power.leakage_nw = 4.771
p_sw_mw = 0.2016
cellPowerDensity_nw_per_um2 = 28.45
p_int_mw = 0.1343
p_sw_share_pct = 60.01

[sta]
hold_viol = 0
untimed_endpoints = 64
finalClockPeriodUsage_pct = 64.00
finalSetupTns_ps = 0
relSlewSlack_pct = 26.89
setup-violations-final = 0
rsz0062_at_grt = false
unclocked_regs = 32
fin_crit_ps = 14980
max_slew.worst_pin.slew_ps = 1090
finalMaxSlewViolations = 0
fmax_mhz = 66.77

[hold_path]
min_from = AluCtrl[0]
hp-class = input port to output pin

[grt]
overflow = 0
antenna_found_initial = 5
grtUsageTotal_pct = 38.53
grt_pass1_vias = 11690
grt_pass1_wl_um = 77770
grt_max_degree = 59

[cells_and_area]
mostFrequentLayoutCell = nand2_1
layout-drive-gt1-share_pct = 8.742
largest_register_ffs = 32
post-route-util_pct = 45.04
syn2layout_area_growth_pct = 9.621
stdcell_area_um2 = 11800
fin_cells = 1824
final_cell_mix = nand2_1, nor2_1, clkdlybuf4s50_1

[logic_synthesis]
synth-edff-count = 0
yosysWarnings = 1
ys_ff = 32
syn_area_per_cell_um2 = 7.295
syn_area_um2 = 10770
yosysUniqueCellTypes = 99
netlist_instances = 1476
ys_cells = 1476
async_reset_ff_share_pct = 0
ff_type = dlxtn_1
ys_chip_area_um2 = 10770

[placement]
hpwl_um = 42530
dp_cells = 1822
gp_congestion = 1.030
port_buffers = 107
detailed_place.area_um2 = 11800

[cts]
ctsHoldBuffers = 0
cts_resized = 0
post_cts_buffers = 0

[routing]
wire_per_inst_um = 28.91
drt-initial-drc-count = 1403
num_vias = 12540
drt-total-wl_um = 52730
ant_nets = 0
vias_per_cell = 6.874
drc = 0
drt-pass1-iter-count = 19

[die]
dieWidth_um = 166.1
top_level_ports = 107
core_um2 = 26210
die_area_um2 = 27580
rows = 59
fp-utilization_pct = 41.09
fp.dieH_um = 166.1

[flow_run]
cap_violations = 0
warning_count = 97

[worst_setup_path]
path_class = input port to output pin
cp-start-kind = input port
endpoint_kind = output pin
required_ps = 18720
cp.arrival_ps = 10300
worstPathMaxFanout = 8
cp-startpoint = DataIn2[1]

[run_status]
status = finished, final reports clean
[area by class of cell]
class	instances	area, µm²
fill	2686	14400
multi-input combinational	1221	9289
timing repair buffer	129	1216
sequential	32	480.5
tap	335	419.2
inverter	105	394.1
antenna	2	5.005
[final timing paths]
check	to	slack, ps	cells after the start
setup / recovery	Zero	8420	15
hold / removal	Zero	10950	9
[synthesized netlist by cell type (all sizes together) (9+ instances only)]
| master | n | area share [%] |
|---|---|---|
| nand2 | 140 | 4.9 |
| nor2 | 115 | 4.0 |
| inv | 103 | 3.6 |
| a21oi | 102 | 4.8 |
| ha | 97 | 11 |
| buf | 70 | 4.2 |
| o21ai | 67 | 3.1 |
| mux2i | 62 | 5.8 |
| clkbuf | 48 | 1.7 |
| mux4 | 42 | 9.1 |
| nor3 | 40 | 1.9 |
| xnor2 | 40 | 3.3 |
| dlxtn | 32 | 4.5 |
| nand3 | 32 | 1.5 |
| o211ai | 32 | 2.3 |
| a211oi | 30 | 2.1 |
| o22ai | 25 | 1.5 |
| mux2 | 22 | 2.3 |
| a221oi | 21 | 1.7 |
| a21o | 20 | 1.4 |
| a31oi | 20 | 1.2 |
| nor4 | 20 | 1.4 |
| o31ai | 20 | 1.4 |
| nand4 | 15 | 0.87 |
| a221o | 14 | 1.3 |
| nand2b | 13 | 0.76 |
| o221ai | 13 | 1.1 |
| a22oi | 12 | 0.88 |
| and3 | 12 | 0.71 |
| a211o | 11 | 0.89 |
| nor2b | 11 | 0.64 |
| or3 | 11 | 0.64 |
| a2111oi | 10 | 1.2 |
| and2 | 10 | 0.58 |
| o2111ai | 9 | 0.73 |
[metrics by stage]
stage,hold WS [ps],worst slack [ps],power (mW)
6_report,10950,8423,0.3359
5_1_grt,11040,8225,0.3557
4_1_cts,10910,8541,0.3273
3_5_place_dp,10900,8543,0.3256
3_3_place_gp,10910,8541,0.3289
2_1_floorplan,9786,11040,0.2097
[per-layer routing]
layer / routed length [µm] / global-route usage (%) / up-vias
met1: 21990 / 55.02 / 6035
met5: 26 / 0 / -
met4: 2331 / 13.86 / 4
met2: 22790 / 57.77 / 727
met3: 5584 / 8.303 / 116
li1: - / - / 5656
[critical path, cell delays in order]
cell             delay (ps)
clkdlybuf4s50_1         630
inv_1                   180
ha_1                    350
nor2_1                   70
o311ai_1                860
nand2_1                 220
xnor2_1                 540
o22ai_1                 180
o32a_1                  390
or4_1                   560
nor4_1                  590
and4bb_1                340
nand4_1                 100
nor2_1                  120
clkdlybuf4s50_1         460
[cells by family (layout without fill, tap and decap cells)]
logic type	count (synthesis)	count (layout)	share of synthesized area (%)
simple gates	462	462	21.06
compound gates	492	492	32.77
xor+xnor	42	42	3.416
buf+inv	223	234	9.540
fa+ha+maj	99	99	11.64
latches	32	32	4.462
mux	126	126	17.12
other cells	0	2	0
Power is estimated from default activity; no workload was simulated.
