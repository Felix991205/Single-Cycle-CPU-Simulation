[design.v]
module PcUnit(PC,PcReSet,PcSel,Clk,Adress,jump);
	input   PcReSet;
	input   PcSel;
	input   Clk;
	input   [31:0] Adress;
	input 	jump;
	output reg[31:0] PC;
	integer i;
	reg [31:0] temp;
	always@(posedge Clk or posedge PcReSet)
	begin
		if(PcReSet == 1)
			PC <= 32'h0000_0000;
		else
		begin	
		PC = PC+4;
		if(PcSel == 1)
			begin
				for(i=0;i<30;i=i+1)
					temp[31-i] = Adress[29-i];
				temp[0] = 0;
				temp[1] = 0;
				PC = PC+temp;
			end
			else
			begin
		if(jump == 1)
			begin
				for(i=0;i<32;i=i+1)
					PC[i]=Adress[i];
			end
			end
			end
	end
endmodule
[run.sh]
#!/bin/bash
# OpenROAD 26Q1-2900-gdf79404cd8, Yosys 0.63+post, stock flow scripts
make -C /OpenROAD-flow-scripts/flow DESIGN_CONFIG=/design/flow/config.mk WORK_HOME=/design/flow/orfs finish
[config.mk]
export PLATFORM = sky130hd
export DESIGN_NAME = PcUnit
export DESIGN_NICKNAME = PcUnit
export VERILOG_FILES = /design/flow/design.v
export SDC_FILE = /design/flow/constraint.sdc
export NUM_CORES = 4
export LEC_CHECK = 1
export CORE_UTILIZATION = 30
[constraint.sdc]
current_design PcUnit

set clk_period 14.3
set clk_io_pct 0.2

create_clock -name clk0 -period $clk_period [get_ports {Clk}]

set non_clock_inputs [all_inputs -no_clocks]
set_input_delay [expr $clk_period * $clk_io_pct] -clock clk0 $non_clock_inputs
set_output_delay [expr $clk_period * $clk_io_pct] -clock clk0 [all_outputs]
==> notes.md <==
run metrics: outcome finished clean, antenna viol nets, final 0, Distinct lib cells used 54, cell type with the largest total area dfrtp_1, core area 12000 µm², CTS tree done, skew final approximately 0.0038 ns, type of origin of the critical path primary input, Worst VDD drop 70.0 µV, CTS Buf Count 5, minimum clock period about 5.4 ns, top flop regs PC: 32 flops, Filler cells roughly 1200, DR vias/cell 5.41, Post-synth EDFFs 0, Final Wtd Congestion 0.910, Synth Cell Area 3690 µm², Seq cells post-synth 32, unrepaired setup endpoints after global routing false, Syn Inst Count 460, max reg flops 32, detailed-route wire length between 10000 and 15000 µm, Synth Area in Adders 13.1%, ys cells 460, xor+xnor area frac 12.3%, Tool Warnings 32, cycle use final 37.5%, 1st-pass router iterations 26, num rows around 40, Synth top cells by count nand2_1 (50), a21oi_1 (46), ha_1 (37), nor2_1 (33), dfrtp_1 (32), Largest type area fraction a little over a fifth, Avg WL per Cell about 16 µm, yosys stat area 3690 µm², initial antenna violation count 0, DR vias 3631, num ports 68, main kind of combinational logic by area simple AND/OR/NAND/NOR gates, CP required 14.44 ns, GR Util All Layers 17.4%, Fin Setup TNS 0 ns, Reg area between 800 and 900 µm², Skew-Pair Late Insertion Delay 0.28 ns, total die size 12800 µm², non-filler cells, final 671, pin count of the biggest net entering global routing 41, number of I/O port buffers 67, top-count cell post-synth nand2_1, worst slew pin tran 0.836 ns, share of layout cells above drive strength 1 a little under 6%, Largest Register PC, worst hold path type reg2reg, Worst Hold Slack around 0.50 ns, fin. max-slew vios 0, synth-to-layout area growth 26.7%, Final Hold Viols 0, Post-CTS Hold Fix Bufs 0, number of synthesis warnings 1, critical path peak fanout 4, clk sinks 32, Core Density at Floorplan 30.7%, post-DP HPWL 8190 µm, Avg Synthesized Cell Area 8.03 µm², Seq/Total Area, Yosys a little over a fifth, Setup crit start Adress[0], mux frac, synth 6.78%, Root Driver clkbuf_16, simple logic cell fraction of the synthesized area 22.0%, CTS Buffer Depth 2, dpl cells roughly 660, vias in the first global route 3377, final setup vio count 0, clock-pin slew on the worst setup and hold paths 0.05 ns, Setup CP Type in2reg, Async SR Flop Fraction around 100%, worst hold start PC[1], Die Y 113 µm, Worst EP arrival 5.50 ns, Post-Synth AOI/OAI Area 21.1%, max-capacitance violation count 0, critical path capture point type register, Top area cell types dfrtp_1 (22%), ha_1 (13%), a21oi_1 (6.2%), xnor2_1 (6.2%), xor2_1 (5.7%), CTS resizes 0, r2r setup slk 10.31 ns, Slew HR 43.7%, diode count 0, Post-CTS Setup Inserts 0, first-pass GRT wire length between 15000 and 20000 µm, Reg2Reg Launch Point PC[11], htree depth 2, logic area 2780 µm², DRC 0, Static Leak about 2 nW, PD cells 211 nW/µm², Detailed Route Iter0 Violations 232, Dominant flop cell dfrtp_1, Die Width roughly 110 µm, fmax about 0.19 GHz, total global routing overflow 0
[logic make-up after synthesis]
kind of cell,after synthesis
flops,32
simple gates,155
xor+xnor,51
buf+inv,30
compound gates,130
fa+ha+maj,38
mux,24
[stage by stage]
step           power (mW)  setup WS [ns]  util (%)  cell area, µm²
3_5_place_dp        0.854           8.66      37.6            4510
4_1_cts             0.988           8.93      38.9            4680
3_3_place_gp        0.857           8.72      37.6            4510
5_1_grt              1.08           8.66      38.9            4680
6_report            0.985           8.94      38.9            4680
2_1_floorplan       0.645           9.42         -            3690
[power breakdown]
part           leakage, nW  switching [mW]  total, mW  internal [mW]
registers            0.373          0.0687      0.203          0.134
clock network       0.0808          0.0410      0.123         0.0819
logic                 1.56           0.340      0.659          0.320
total                 2.01           0.449      0.985          0.536
[placed cells by master, fill, tap and decap left out, types with 11 or more instances in the layout]
cell type / netlist / final
nand3_1: 19 / 19
a21oi_1: 46 / 46
nor2_1: 33 / 33
inv_1: 15 / 15
a21o_1: 13 / 13
nand4_1: 11 / 11
clkdlybuf4s50_1: 0 / 66
xnor2_1: 26 / 26
ha_1: 37 / 37
o21ai_0: 24 / 24
mux2i_1: 16 / 16
nand2_1: 50 / 50
dfrtp_1: 32 / 32
xor2_1: 24 / 24
[layout make-up]
cell class                      instances  area share (%)
Tap cell                              147            3.93
Multi-Input combinational cell        398            59.4
Inverter                               15            1.20
Sequential cell                        32            17.1
Clock buffer                            6            2.75
Clock inverter                          2           0.749
Timing Repair Buffer                   71            14.9
[final timing paths]
path / to / depth (start not counted)
max: PC[28] / 11
min: PC[1] / 1
max reg2reg: PC[27] / 13
min reg2reg: PC[1] / 1
max in group asynchronous: PC[15] / 3
min in group asynchronous: PC[27] / 3
[metal layers]
metal	wire length [µm]	track usage, %
met5	0	0
met4	142	2.02
met3	596	3.28
met2	4880	28.5
met1	5080	24.8
[critical path, cell delays in order]
cell	delay, ns
clkdlybuf4s50_1	0.43
ha_1	0.24
fa_1	0.42
a211oi_1	0.36
o21ai_1	0.21
nand4_1	0.16
nand2_1	0.13
a211oi_1	0.32
o31ai_1	0.14
xnor2_1	0.14
o21ai_0	0.09
Power figures rest on the tool's default switching activity, not on a simulated workload.
